## ./design.v

```verilog
module ChipInterface (
    input  logic CLOCK_100,
    input  logic [3:0]  BTN,
    input  logic [15:0] SW,
    output logic [15:0] LD,
    output logic [3:0]  D1_AN,
    output logic [3:0]  D2_AN,
    output logic [7:0]  D1_SEG,
    output logic [7:0]  D2_SEG,
    output logic [5:0]  GPIO0,
    output logic [5:0]  GPIO1,
    input  logic BLE_UART_TX,
    output logic BLE_UART_RX,
    input  logic UART_RXD,
    output logic UART_TXD
);
    logic clk, rst;
    assign clk = CLOCK_100;
    assign rst = BTN[0];      
    assign UART_TXD = 1'b1;  
    logic [7:0] initialize_mpu_motor;
    logic [7:0] initialize_mpu;
    logic [7:0] ble_pitch_kP, ble_pitch_kI, ble_pitch_kD;
    logic [7:0] ble_yaw_kP,   ble_yaw_kI,   ble_yaw_kD;
    logic [7:0] ble_set_pitch;
    logic [7:0] ble_set_yaw;
    logic vector_valid;
    bluetooth_wrapper dut (
        .clock                (clk),
        .reset                (rst),
        .BLE_UART_TX           (BLE_UART_TX),
        .BLE_UART_RX           (BLE_UART_RX),
        .initialize_mpu_motor  (initialize_mpu_motor),
        .initialize_mpu        (initialize_mpu),
        .ble_pitch_kP          (ble_pitch_kP),
        .ble_pitch_kI          (ble_pitch_kI),
        .ble_pitch_kD          (ble_pitch_kD),
        .ble_yaw_kP            (ble_yaw_kP),
        .ble_yaw_kI            (ble_yaw_kI),
        .ble_yaw_kD            (ble_yaw_kD),
        .ble_set_pitch         (ble_set_pitch),
        .ble_set_yaw           (ble_set_yaw),
        .vector_valid          (vector_valid)
    );
    always_ff @(posedge clk or posedge rst) begin
        if (rst) begin
            LD <= 16'h0000;
        end else begin
            LD[7:0]  <= ble_set_pitch;   
            LD[14:8] <= ble_set_yaw[6:0];     
            LD[15]   <= vector_valid;    
        end
    end
    assign D1_AN  = 4'hF;
    assign D2_AN  = 4'hF;
    assign D1_SEG = 8'hFF;
    assign D2_SEG = 8'hFF;
    assign GPIO0  = 6'b0;
    assign GPIO1  = 6'b0;
endmodule
module bluetooth_wrapper (
    input logic clock,
    input logic reset,
    input logic BLE_UART_TX,
    output logic BLE_UART_RX,
    output logic [7:0] initialize_mpu_motor, initialize_mpu,
    output logic [7:0] ble_pitch_kP, ble_pitch_kI, ble_pitch_kD,
    output logic [7:0] ble_yaw_kP, ble_yaw_kI, ble_yaw_kD,
    output logic [7:0] ble_set_pitch, ble_set_yaw,
    output logic vector_valid
);
    logic [7:0] rx_byte;
    logic       rx_valid;
    logic clk, rst;
    logic [255:0][7:0] packet;  
    logic [7:0] packet_len;
    logic packet_ready;
    assign clk = clock;
    assign rst = reset;
    assign BLE_UART_RX = 1'b1;
    assign clk = clock;
    assign rst = reset;
    uart_rx uart_rx (
        .clk        (clk),
        .rst        (rst),
        .rxd        (BLE_UART_TX),
        .data       (rx_byte),
        .data_valid (rx_valid)
    );
    ble_packet_rx pkt_rx (
        .clk          (clk),
        .rst          (rst),
        .rx_byte      (rx_byte),
        .rx_valid     (rx_valid),
        .packet       (packet),
        .packet_len   (packet_len),
        .packet_ready (packet_ready)
    );
    ble_vector_parser parser (
        .clk                (clk),
        .rst                (rst),
        .packet             (packet),
        .packet_len         (packet_len),
        .packet_ready       (packet_ready),
        .initialize_mpu_motor (initialize_mpu_motor),
        .initialize_mpu       (initialize_mpu),
        .ble_pitch_kP         (ble_pitch_kP),
        .ble_pitch_kI         (ble_pitch_kI),
        .ble_pitch_kD         (ble_pitch_kD),
        .ble_yaw_kP           (ble_yaw_kP),
        .ble_yaw_kI           (ble_yaw_kI),
        .ble_yaw_kD           (ble_yaw_kD),
        .ble_set_pitch        (ble_set_pitch),
        .ble_set_yaw          (ble_set_yaw),
        .vector_valid       (vector_valid)
    );
endmodule : bluetooth_wrapper
module uart_rx #(
    parameter int CLK_FREQ = 100_000_000,
    parameter int BAUD     = 115200
)(
    input  logic clk,
    input  logic rst,
    input  logic rxd,           
    output logic [7:0] data,    
    output logic data_valid     
);
    localparam int CLKS_PER_BIT = CLK_FREQ / BAUD;
    typedef enum logic [2:0] {
        IDLE,
        START,
        DATA,
        STOP
    } state_t;
    state_t state;
    logic [$clog2(CLKS_PER_BIT)-1:0] clk_cnt;
    logic [2:0] bit_idx;
    logic [7:0] rx_shift;
    always_ff @(posedge clk or posedge rst) begin
        if (rst) begin
            state      <= IDLE;
            clk_cnt    <= 0;
            bit_idx    <= 0;
            rx_shift   <= 0;
            data       <= 0;
            data_valid <= 0;
        end else begin
            data_valid <= 0;
            case (state)
                IDLE: begin
                    if (rxd == 1'b0) begin   
                        clk_cnt <= CLKS_PER_BIT / 2;
                        state   <= START;
                    end
                end
                START: begin
                    if (clk_cnt == 0) begin
                        clk_cnt <= CLKS_PER_BIT - 1;
                        bit_idx <= 0;
                        state   <= DATA;
                    end else begin
                        clk_cnt <= clk_cnt - 1;
                    end
                end
                DATA: begin
                    if (clk_cnt == 0) begin
                        rx_shift[bit_idx] <= rxd;
                        clk_cnt <= CLKS_PER_BIT - 1;
                        if (bit_idx == 7)
                            state <= STOP;
                        else
                            bit_idx <= bit_idx + 1;
                    end else begin
                        clk_cnt <= clk_cnt - 1;
                    end
                end
                STOP: begin
                    if (clk_cnt == 0) begin
                        data       <= rx_shift;
                        data_valid <= 1'b1;
                        state      <= IDLE;
                    end else begin
                        clk_cnt <= clk_cnt - 1;
                    end
                end
            endcase
        end
    end
endmodule
module ble_packet_rx #(
    parameter int MAX_LEN = 256
)(
    input  logic clk,
    input  logic rst,
    input  logic [7:0] rx_byte,
    input  logic       rx_valid,
    output logic [MAX_LEN-1:0][7:0] packet,
    output logic [7:0] packet_len,
    output logic       packet_ready
);
    logic [7:0] index;
    always_ff @(posedge clk or posedge rst) begin
        if (rst) begin
            index         <= 0;
            packet_len   <= 0;
            packet_ready <= 0;
        end else begin
            packet_ready <= 0;
            if (rx_valid) begin
                if (rx_byte == 8'h0A) begin   
                    packet_len   <= index;
                    packet_ready <= 1'b1;
                    index        <= 0;
                end else begin
                    packet[index] <= rx_byte;
                    index <= index + 1;
                end
            end
        end
    end
endmodule
module ble_vector_parser (
    input  logic        clk,
    input  logic        rst,
    input  logic [255:0][7:0]  packet,
    input  logic [7:0]  packet_len,
    input  logic        packet_ready,
    output logic [7:0] initialize_mpu_motor, initialize_mpu,
    output logic [7:0] ble_pitch_kP, ble_pitch_kI, ble_pitch_kD,
    output logic [7:0] ble_yaw_kP, ble_yaw_kI, ble_yaw_kD,
    output logic [7:0] ble_set_pitch, ble_set_yaw,
    output logic              vector_valid
);
    always_ff @(posedge clk or posedge rst) begin
        if (rst) begin
            initialize_mpu_motor <= 0;
            initialize_mpu       <= 0;
            ble_set_pitch        <= 0;
            ble_set_yaw          <= 0;
            ble_pitch_kP         <= 0;
            ble_pitch_kI         <= 0;
            ble_pitch_kD         <= 0;
            ble_yaw_kP           <= 0;
            ble_yaw_kI           <= 0;
            ble_yaw_kD           <= 0;
            vector_valid         <= 0;
        end else begin
            vector_valid <= 0;
            if (packet_ready) begin
                if (packet_len == 10) begin
                    initialize_mpu_motor <= packet[0];
                    initialize_mpu       <= packet[1];
                    ble_set_pitch        <= packet[2];
                    ble_set_yaw          <= packet[3];
                    ble_pitch_kP         <= packet[4];
                    ble_pitch_kI         <= packet[5];
                    ble_pitch_kD         <= packet[6];
                    ble_yaw_kP           <= packet[7];
                    ble_yaw_kI           <= packet[8];
                    ble_yaw_kD           <= packet[9];
                    vector_valid <= 1'b1;
                end
            end
        end
    end
endmodule
```

## ./run.sh

```bash
#!/bin/bash
# OpenROAD 26Q1-2900-gdf79404cd8, Yosys 0.63+post, stock flow scripts
make -C /OpenROAD-flow-scripts/flow DESIGN_CONFIG=/design/flow/config.mk WORK_HOME=/design/flow/orfs finish
```

## ./constraint.sdc

```tcl
current_design ChipInterface

set clk_period 3.6
set clk_io_pct 0.2

create_clock -name clk0 -period $clk_period [get_ports {CLOCK_100}]

set non_clock_inputs [all_inputs -no_clocks]
set_input_delay [expr $clk_period * $clk_io_pct] -clock clk0 $non_clock_inputs
set_output_delay [expr $clk_period * $clk_io_pct] -clock clk0 [all_outputs]
```

## ./config.mk

```make
export PLATFORM = sky130hd
export DESIGN_NAME = ChipInterface
export DESIGN_NICKNAME = ChipInterface
export VERILOG_FILES = /design/flow/design.v
export SDC_FILE = /design/flow/constraint.sdc
export NUM_CORES = 4
export LEC_CHECK = 1
export CORE_UTILIZATION = 50
```

==> impl_metrics.json <==
{
  "setup_viol": 0,
  "gp_routability_congestion": 0.768,
  "via_per_inst": 5.04,
  "finalHoldWorstSlack_ns": 0.358,
  "cts_tree": "yes",
  "core_mm2": 0.00876,
  "synthesis.area_mm2": 0.00457,
  "clock_latency_ns": 0.36,
  "startpoint_type": "flip-flop",
  "grt_max_degree": 59,
  "cp.required_ns": 3.72,
  "combinationalPowerShare_pct": 14.5,
  "worst_slew_pin_slew_ns": 0.772,
  "maxCapViolCount": 0,
  "ys_types": 53,
  "use_met3_pct": 2.20,
  "row_count": 34,
  "top_cells_by_count": "85 x nand2_1, 82 x dfrtp_1, 39 x buf_4",
  "clkPwrFrac_pct": 30.2,
  "p_switching_uw": 688,
  "warnings": 50,
  "hp-class": "reg2reg",
  "postCtsResizedCells": 0,
  "synth_seq_share_pct": 55.4,
  "busiest_layer": "met1",
  "fp.dieW_um": 97.6,
  "area_leaders": "dfrtp_1 45%, edfxtp_1 9.9%, nand2_1 7.0%",
  "drt_first_pass_iters": 4,
  "io_buffers": 18,
  "postCtsSetupBuffers": 0,
  "ioPinCount": 77,
  "ys_cells": 410,
  "synth_top_area_share_pct": 44.9,
  "seqPwrFrac_pct": 55.4,
  "diodes": 0,
  "grt_usage_pct": 16.1,
  "instances_no_fill": 539,
  "drcViolationCount": 0,
  "synth_top_flop_cell": "dfrtp_1",
  "ctsLongestPathBuffers": 2,
  "hold_buffers": 0,
  "cts-root-buf": "clkbuf_8",
  "yosysTopAreaCell": "dfrtp_1",
  "setup_ws_ns": 0.882,
  "fmax_ghz": 0.368,
  "avgSynthCellArea_um2": 11.1,
  "ys.warnings.count": 4,
  "cp-end-kind": "flip-flop",
  "grt_pass1_wl_um": 12100,
  "status": "completed",
  "h-tree-depth": 3,
  "dpl-instance-area_mm2": 0.00469,
  "fin_area_mm2": 0.00489,
  "grt_util_met2_pct": 23.7,
  "fillers": 727,
  "antenna_left": 0,
  "swShare_pct": 30.1,
  "path_max_fanout": 8,
  "most_common_cell": "nand2_1",
  "ys_chip_area_mm2": 0.00457,
  "post-route-min-period_ns": 2.72,
  "path_class": "reg2reg",
  "setup_tns_ns": 0,
  "clk_pin_slew_ns": 0.11,
  "p_int_mw": 1.60,
  "power.density_mw_per_mm2": 467,
  "power_mw": 2.29,
  "routed_wl_um": 6860,
  "numSynthFlops": 98,
  "preCtsSetupSlack_ns": 0.895,
  "chipHeight_um": 97.6,
  "vdd_ir_drop_max_mv": 0.296,
  "clock_sinks": 98,
  "place_hpwl_um": 4690,
  "cellLeakagePower_nw": 2.34,
  "finalClockSkew_ns": 0.0107,
  "maxSlewHeadroom_pct": 48.3,
  "grt_pass1_vias": 2471,
  "die-area_mm2": 0.00952,
  "use_met1_pct": 27.9,
  "edf_count": 15,
  "synth_cells": 410,
  "cp.arrival_ns": 2.83,
  "antenna_found_initial": 0,
  "area_growth_pct": 7.21,
  "vias": 2719,
  "period_used_pct": 75.5,
  "async_reset_ff_share_pct": 84.7,
  "cts_inserted_buffers": 9,
  "rsz0062_at_grt": "false",
  "overflow": 0,
  "fin_util_pct": 55.9,
  "floorplan.core_util_pct": 52.1,
  "report.final.slew_viol_count": 0,
  "hold_viol": 0,
  "placed_cells": 523,
  "drtIter0Drc": 83,
  "wl_per_cell_um": 12.7,
  "drive_above_1_share_pct": 12.8
}
flip-flops by register name, summed over array words and instances (netlist names):
| signal | cells |
|---|---|
| dut.parser.ble_set_pitch | 8 |
| dut.pkt_rx.packet_len | 8 |
| dut.parser.ble_set_yaw | 7 |
| dut.uart_rx.data_valid | 1 |
| dut.pkt_rx.packet_ready | 1 |
| LD | 16 |
| dut.uart_rx.state | 4 |
| dut.uart_rx.bit_idx | 3 |
| dut.pkt_rx.packet | 15 |
| dut.uart_rx.clk_cnt | 10 |
| dut.uart_rx.rx_shift | 8 |
| dut.pkt_rx.index | 8 |
| dut.uart_rx.data | 8 |
| dut.parser.vector_valid | 1 |
path summary, 6_finish.rpt:
kind                                    startpoint                        to  slack, ns  depth (start not counted)
hold / removal             dut.parser.vector_valid                    LD[15]       0.36                          0
setup reg to reg               dut.pkt_rx.index[4]     dut.pkt_rx.packet[20]       0.88                          8
hold reg to reg            dut.parser.vector_valid                    LD[15]       0.36                          0
max in group asynchronous                   BTN[0]      dut.uart_rx.state[0]       2.19                          3
min in group asynchronous                   BTN[0]  dut.pkt_rx.packet_len[6]       0.73                          2
setup / recovery               dut.pkt_rx.index[4]     dut.pkt_rx.packet[20]       0.88                          8
power groups by stage:
stage	combinational, mW	sequential [mW]	clock (mW)
global route	0.382	1.28	0.769
CTS	0.334	1.27	0.722
finish	0.331	1.27	0.690
final cells by class:
class | instances | area (um^2) | area share, %
clock buffers | 9 | 124 | 2.53
multi-input cells | 280 | 1760 | 35.9
well taps | 108 | 135 | 2.76
clock inverters | 7 | 78.8 | 1.61
inverters | 17 | 65.1 | 1.33
flip-flops and latches | 98 | 2530 | 51.7
repair buffers | 20 | 208 | 4.24
cell families (layout without fill, tap and decap cells):
logic type | Yosys count | count (layout) | share of synthesized area (%)
buffers and inverters | 68 | 53 | 9.13
other | 2 | 38 | 0.164
adder cells (fa/ha/maj) | 10 | 10 | 2.74
flip-flops | 98 | 98 | 55.4
AND-OR/OR-AND | 44 | 44 | 6.28
multiplexers | 29 | 29 | 7.78
AND/OR/NAND/NOR | 149 | 149 | 16.6
XOR/XNOR | 10 | 10 | 1.92
metal layers:
layer | share of wire (%) | routed length, um
met2 | 45 | 3100
met1 | 51 | 3480
met4 | 1.1 | 73
met5 | 0 | 0
met3 | 2.9 | 201
critical path: stages, from the launching register on:
cell and delay (ns):
dfrtp_1 0.49, nor4_1 0.31, nand2_1 0.11, nor3_1 0.15
ha_1 0.14, nor4b_1 0.24, o311a_1 0.25, o211a_1 0.45
mux2_4 0.34
layout by cell type (no fill, tap or decap), types with 2 or more instances in the layout:
cell type / netlist / routed
conb_1: 2 / 38
a22o_1: 4 / 4
edfxtp_1: 15 / 15
clkinv_4: 0 / 2
o21ai_0: 23 / 23
clkinv_8: 0 / 2
mux2_4: 8 / 8
nand3_1: 2 / 2
xor2_1: 6 / 6
ha_1: 10 / 10
nand2b_1: 2 / 2
nor3b_1: 4 / 4
nand2_1: 85 / 85
clkdlybuf4s50_1: 0 / 18
nor2_1: 19 / 19
nand4_1: 6 / 6
inv_1: 17 / 16
mux2_2: 17 / 17
xnor2_1: 4 / 4
and3_1: 5 / 5
nor3_1: 5 / 5
dfrtp_1: 82 / 82
mux2_1: 3 / 3
o31ai_1: 2 / 2
o2bb2ai_1: 2 / 2
nor4_1: 4 / 4
inv_6: 0 / 2
nand4b_1: 2 / 2
clkbuf_8: 0 / 9
nand3b_1: 2 / 2
a21oi_1: 4 / 4
nor4b_1: 2 / 2
Power is estimated from default activity; no workload was simulated.
