`./design.v`:
```
module SevenSegmentDisplay
  (input logic [3:0] BCD7, BCD6, BCD5, BCD4, BCD3, BCD2, BCD1, BCD0,
   input logic [7:0] blank,
   output logic [6:0] HEX7, HEX6, HEX5, HEX4, HEX3, HEX2, HEX1, HEX0);
   logic [6:0] nums [8];
   logic [6:0] out [8];
   BCDtoSevenSegment num0(.bcd(BCD0), .segment(nums[0]));
   BCDtoSevenSegment num1(.bcd(BCD1), .segment(nums[1]));
   BCDtoSevenSegment num2(.bcd(BCD2), .segment(nums[2]));
   BCDtoSevenSegment num3(.bcd(BCD3), .segment(nums[3]));
   BCDtoSevenSegment num4(.bcd(BCD4), .segment(nums[4]));
   BCDtoSevenSegment num5(.bcd(BCD5), .segment(nums[5]));
   BCDtoSevenSegment num6(.bcd(BCD6), .segment(nums[6]));
   BCDtoSevenSegment num7(.bcd(BCD7), .segment(nums[7]));
   assign out[0] = (blank[0]) ? 8'b0 : nums[0];
   assign out[1] = (blank[1]) ? 8'b0 : nums[1];
   assign out[2] = (blank[2]) ? 8'b0 : nums[2];
   assign out[3] = (blank[3]) ? 8'b0 : nums[3];
   assign out[4] = (blank[4]) ? 8'b0 : nums[4];
   assign out[5] = (blank[5]) ? 8'b0 : nums[5];
   assign out[6] = (blank[6]) ? 8'b0 : nums[6];
   assign out[7] = (blank[7]) ? 8'b0 : nums[7];
   assign HEX0 = ~out[0];
   assign HEX1 = ~out[1];
   assign HEX2 = ~out[2];
   assign HEX3 = ~out[3];
   assign HEX4 = ~out[4];
   assign HEX5 = ~out[5];
   assign HEX6 = ~out[6];
   assign HEX7 = ~out[7];
endmodule: SevenSegmentDisplay
module BCDtoSevenSegment
  (input logic [3:0] bcd,
   output logic [6:0] segment);
  always_comb
    case (bcd)
      4'h0: segment = 7'b011_1111;
      4'h1: segment = 7'b000_0110;
      4'h2: segment = 7'b101_1011;
      4'h3: segment = 7'b100_1111;
      4'h4: segment = 7'b110_0110;
      4'h5: segment = 7'b110_1101;
      4'h6: segment = 7'b111_1101;
      4'h7: segment = 7'b000_0111;
      4'h8: segment = 7'b111_1111;
      4'h9: segment = 7'b110_0111;
      4'hA: segment = 7'b111_0111;
      4'hB: segment = 7'b111_1100;
      4'hC: segment = 7'b011_1001;
      4'hD: segment = 7'b101_1110;
      4'hE: segment = 7'b111_1001;
      4'hF: segment = 7'b111_0001;
      default: segment = 7'b000_0000;
    endcase
endmodule: BCDtoSevenSegment
```
`./run.sh`:
```
#!/bin/bash
# OpenROAD 26Q1-2900-gdf79404cd8, Yosys 0.63+post, stock flow scripts
make -C /OpenROAD-flow-scripts/flow DESIGN_CONFIG=/design/flow/config.mk WORK_HOME=/design/flow/orfs finish
```
`./config.mk`:
```
export PLATFORM = sky130hd
export DESIGN_NAME = SevenSegmentDisplay
export DESIGN_NICKNAME = SevenSegmentDisplay
export VERILOG_FILES = /design/flow/design.v
export SDC_FILE = /design/flow/constraint.sdc
export NUM_CORES = 4
export LEC_CHECK = 1
export CORE_UTILIZATION = 30
```
`./constraint.sdc`:
```
current_design SevenSegmentDisplay

set clk_period 1.8
set clk_io_pct 0.2

create_clock -name clk0 -period $clk_period

set non_clock_inputs [all_inputs -no_clocks]
set_input_delay [expr $clk_period * $clk_io_pct] -clock clk0 $non_clock_inputs
set_output_delay [expr $clk_period * $clk_io_pct] -clock clk0 [all_outputs]
```
==> Table 3: Implementation characteristics <==
Table: implementation figures

Parameter                              Value

Placed design
  Routability congestion estimate from global placement    0.923
  Detailed-placement wirelength estimate    5130 um
  Number of buffers added on ports    96
  Post-place instance area    0.00363 sq mm
  Post-placement setup slack    -751 ps

STA
  Final hold vios    0
  Setup violations, final    9
  Pins over their slew limit    0
  Final worst path period need    1900 ps
  Worst hold-check slack    1160 ps
  Slew of the pin with the lowest slew margin    270 ps
  Achievable frequency    527 MHz
  Setup TNS Final    -456 ps
  Portion of the clock cycle consumed by the worst path in the final layout    105%
  PnR worst setup slack    -97.9 ps
  Relative slew slack    82.0%
  Unrepaired setup endpoints after global routing    true

Detailed routing
  Count of antenna-violating nets left after detailed routing    0
  Antenna diode instance count    0
  Post-route DRC violation count    0
  Total vias in the final route    2985
  First-pass DRT Iterations    4
  Drt first-iter violations    73
  Final wirelength    8060 um
  Ratio of routed vias to standard cells    5.18
  Average detailed-routed wire length per instance    14.0 um

Global route
  Total grt overflow    0
  Met3 track utilization from global routing    1.72%
  Busiest metal layer after global routing    met2
  Total Routing Usage GR    22.3%
  Number of global-route vias before repair    2855
  GR Util met2    35.8%
  Number of antenna violations at the first check in global routing    0
  Met1 usage    34.4%
  Wire length of the first global-routing pass    13300 um
  Largest net degree at the start of global routing    12

Layout
  Reg area    0 sq um
  Share of final-layout standard cells stronger than drive strength 1    57.9%
  P&R area growth vs syn    135%
  Count of clock-net buffers in the final layout    0
  Flop Count    0
  Layout fillers    404
  Non-Filler Cell Area, Final    0.00465 sq mm

Critical path
  Capturing element type of the critical path    output port
  Crit path arrival time    1540 ps
  Worst setup path class    in2out
  Critical path launch point type    input pin
  Critical-path maximum fanout    3
  CP Data Required Time    1440 ps
  Worst setup path start    BCD4[0]

Yosys
  Post-synthesis cell type with the largest instance count    sky130_fd_sc_hd__ha_1
  Area share, top type    25.3%
  Synthesized instance count    288
  Count of cell types in the netlist    29
  Cell total in the yosys stat output    288
  Sequential share of the synthesized area    0%
  Post-synthesis cell type with the largest combined area    sky130_fd_sc_hd__ha_1
  Synth warnings    5
  Chip area from the yosys synthesis statistics    0.00198 sq mm
  Commonest cells post-synth    40 x sky130_fd_sc_hd__ha_1, 33 x sky130_fd_sc_hd__nor2_1, 30 x sky130_fd_sc_hd__nor3_1
  Largest cells by area    sky130_fd_sc_hd__ha_1 25%, sky130_fd_sc_hd__a221o_1 8.1%, sky130_fd_sc_hd__nor3_1 7.6%
  Post-synthesis average cell area    6.87 sq um
  Cell Area, Synth    0.00198 sq mm

Die
  Cell Rows    29
  Die Size    0.00693 sq mm
  Die extent in x    83.2 um
  Floorplan Utilization    31.2%
  Chip height    83.2 um
  Standard cell core area    0.00635 sq mm
  Num ports    96

Worst hold path
  Min-Delay Path Class    in2out
  Worst min-delay path startpoint    BCD7[2]

Status
  Outcome    complete, but fails checks
  Violations in the final reports    negative setup slack

Pwr
  Maximum vdd drop    0.168 mV
  Pwr per Cell Area    229 mW/mm^2
  Post-route total power    1.06 mW
  Lkg Pwr    2.11 nW

Clock network
  Number of hold-repair buffers added at the cts stage    0

Job
  Max capacitance violation total    0
  Log Warnings    66
==> logic make-up after synthesis <==
| family | Yosys count | share of synthesized area (%) |
|---|---|---|
| muxes | 13 | 6.83 |
| adders and majority gates | 40 | 25.3 |
| AOI/OAI and AO/OA | 76 | 27.8 |
| buffers and inverters | 40 | 9.99 |
| and+or+nand+nor | 119 | 30.1 |
==> final timing paths <==
| check | end | slack, ps | cells after the start |
|---|---|---|---|
| setup / recovery | HEX4[6] | -100 | 7 |
| hold / removal | HEX7[3] | 1160 | 4 |
==> layout by cell type (no fill, tap or decap), types with 7 or more instances in the layout <==
| master | instances |
|---|---|
| sky130_fd_sc_hd__a221o_1 | 16 |
| sky130_fd_sc_hd__a311o_1 | 7 |
| sky130_fd_sc_hd__a31oi_1 | 8 |
| sky130_fd_sc_hd__and2b_1 | 8 |
| sky130_fd_sc_hd__buf_2 | 27 |
| sky130_fd_sc_hd__buf_4 | 92 |
| sky130_fd_sc_hd__buf_6 | 33 |
| sky130_fd_sc_hd__buf_8 | 11 |
| sky130_fd_sc_hd__clkdlybuf4s15_1 | 12 |
| sky130_fd_sc_hd__dlygate4sd2_1 | 33 |
| sky130_fd_sc_hd__ha_4 | 36 |
| sky130_fd_sc_hd__inv_2 | 12 |
| sky130_fd_sc_hd__mux2i_1 | 9 |
| sky130_fd_sc_hd__nand2_1 | 10 |
| sky130_fd_sc_hd__nor2_1 | 25 |
| sky130_fd_sc_hd__nor2b_4 | 7 |
| sky130_fd_sc_hd__nor3_1 | 23 |
| sky130_fd_sc_hd__nor3_2 | 7 |
| sky130_fd_sc_hd__o21ai_1 | 13 |
| sky130_fd_sc_hd__or3_1 | 13 |
==> timing repair <==
action / 4_1_cts / 5_1_grt
endpoints found under the setup margin: 56 / 36
pin swaps: 75 / 31
setup buffers: 34 / 4
gates resized: 450 / 52
==> layer usage <==
| layer | part of all wire (%) | up-vias |
|---|---|---|
| met5 | 0 | - |
| met4 | 0.55 | 0 |
| met3 | 4.1 | 6 |
| met2 | 45 | 71 |
| met1 | 50 | 1416 |
| li1 | - | 1492 |
==> critical path: stages <==
cell and delay, ps:
sky130_fd_sc_hd__buf_8 100, sky130_fd_sc_hd__buf_6 120, sky130_fd_sc_hd__ha_4 170, sky130_fd_sc_hd__buf_6 110, sky130_fd_sc_hd__mux2_4 250, sky130_fd_sc_hd__a221o_1 300
sky130_fd_sc_hd__buf_2 120
==> area by class of cell <==
cell class	instances	area [sq um]	share of cell area [%]
tap	77	96.3	2.07
multi-input combinational	248	2460	52.8
timing repair buffer	221	1920	41.2
inverter	30	185	3.98
==> report_power, final <==
group	switching, mW	total [mW]	leakage, nW	internal (mW)
sequential	0	0	0	0
combinational	0.446	1.06	2.11	0.618
clock	0	0	0	0
total	0.446	1.06	2.11	0.618
==> through the flow <==
step           utilization (%)  cells
2_1_floorplan                -    288
3_3_place_gp              57.2    542
3_5_place_dp              57.2    542
4_1_cts                   71.5    574
5_1_grt                   73.3    576
6_report                  73.3    576
Power is estimated from default activity; no workload was simulated.
