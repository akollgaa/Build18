===== design/flow/config.mk =====
export PLATFORM = sky130hd
export DESIGN_NAME = ControlLoop
export DESIGN_NICKNAME = ControlLoop
export VERILOG_FILES = /design/flow/design.v
export SDC_FILE = /design/flow/constraint.sdc
export NUM_CORES = 4
export LEC_CHECK = 1
export CORE_UTILIZATION = 30

===== design/flow/constraint.sdc =====
current_design ControlLoop

set clk_period 37.3
set clk_io_pct 0.2

create_clock -name clk0 -period $clk_period [get_ports {clock}]

set non_clock_inputs [all_inputs -no_clocks]
set_input_delay [expr $clk_period * $clk_io_pct] -clock clk0 $non_clock_inputs
set_output_delay [expr $clk_period * $clk_io_pct] -clock clk0 [all_outputs]

===== design/flow/design.v =====
module ControlLoop(
    input  logic       clock, reset, start, 
	input  logic signed [8:0] pitch_kP, pitch_kI, pitch_kD,  
    input  logic signed [8:0] yaw_kP, yaw_kI, yaw_kD,  
	input  logic signed [9:0] mpu_pitch, mpu_yaw,   
	input  logic signed [8:0] set_pitch, set_yaw,  
  	output logic signed [9:0] target_speed_left, target_speed_right
);
  logic [9:0] P, I, D;  
  logic starting;  
	logic signed [9:0] pitch_correction;
    logic signed [9:0] yaw_correction;
	PID pitch_pid(.clock(clock), 
				  .reset(reset), 
				  .set_point(set_pitch), 
				  .process_point(mpu_pitch), 
				  .out(pitch_correction), 
				  .KP(pitch_kP), 
				  .KI(pitch_kI),
				  .KD(pitch_kD));
	PID yaw_pid(.clock(clock), 
				.reset(reset), 
				.set_point(set_yaw), 
				.process_point(mpu_yaw), 
				.out(yaw_correction), 
				.KP(yaw_kP),  
				.KI(yaw_kI),
				.KD(yaw_kD));
	logic signed [11:0] full_left, full_right;
    always_comb begin
        full_left  = pitch_correction + yaw_correction;
        full_right = pitch_correction - yaw_correction;
		if (full_left > 10'sd511)  target_speed_left = 10'sd511;
    	else if (full_left < -10'sd511) target_speed_left = -10'sd511;
    	else target_speed_left = full_left[9:0];
		if (full_right > 10'sd511)  target_speed_right = 10'sd511;
    	else if (full_right < -10'sd511) target_speed_right = -10'sd511;
    	else target_speed_right = full_right[9:0];
    end
	always_ff @(posedge clock) begin
		if(reset) begin
			starting <= 1'd0;
		end
		else if(start) begin
			starting <= 1'd1;
		end
	end
endmodule: ControlLoop
module PID
#(parameter WIDTH = 9)
(
	input  logic signed [8:0] KP, KI, KD,
	input  logic clock, reset,
	input  logic signed [8:0] set_point, process_point,
	output logic signed [9:0] out
);
logic [WIDTH:0] error, prev_error;
logic signed [31:0] P, I, D;
logic signed [31:0] integral;
assign error = set_point - process_point;
always_ff @(posedge clock, posedge reset) begin
        if (reset) begin
            prev_error <= 0;
            integral   <= 0;
        end else begin
            prev_error <= error;
            if (integral < 32'sd100000 && integral > -32'sd100000) 
                integral <= integral + error;
        end
end
assign P = error * KP;
assign I = integral * KI;
assign D = (error - prev_error) * KD;
assign out = (P + I + D) >>> 8;
endmodule: PID

===== design/flow/run.sh =====
#!/bin/bash
# OpenROAD 26Q1-2900-gdf79404cd8, Yosys 0.63+post, stock flow scripts
make -C /OpenROAD-flow-scripts/flow DESIGN_CONFIG=/design/flow/config.mk WORK_HOME=/design/flow/orfs finish

==> results.txt <==
Latest figures from synthesis and place and route.

A synthesized cell averages 8.89 µm². Across all layers, the routed design uses roughly 18000 vias. Looking at the critical path, the highest net fanout was 12. The endpoint kind of the worst setup timing path is a primary output. The worst flop-to-flop path startpoint is yaw_pid.integral[8]. The most critical hold endpoint after final layout shows a slack of 0.511 ns. The final layout report lists a filler cell count of 8872. The share of the core area taken by cells at floorplan is 0.304.

By area the synthesized netlist is led by sky130_fd_sc_hd__fa_1, sky130_fd_sc_hd__ha_1, sky130_fd_sc_hd__inv_1. The type of the worst setup path is primary input to primary output. The routed length per instance is roughly 14 µm. The number of H-tree branching levels is 3. Per the GRT congestion report, total overflow comes to 0. The summed negative setup slack over all endpoints is 0 ns. The longest incremental delay of any stage on the critical path is reported as 0.75 ns. Per the synth stats, the flop cell with the highest instance count is sky130_fd_sc_hd__dfrtp_1. The area of the synthesized netlist per yosys stat is between 20000 and 30000 µm². Counting along the longest clock path gives a buffer depth of 2. The total cell area at the placement stage is 28400 µm². The count of cell instances traversed by the critical path is 43. The core footprint is roughly 85000 µm². The number of warnings the tools reported is 38. The horizontal die dimension is ~300 µm. ~120 I/O pins were placed. The pin count of the biggest net entering global routing is 45. Max-slew check failures listed in the final report amount to 0. In the final report, the number of endpoints failing setup comes to 0. For this run, the total global-route usage over all layers was measured as 0.148. The run finished with clean final reports. The transition time recorded at the tightest slew-check pin is 0.846 ns. The fraction of synthesized cell area taken by the top area cell type is 0.416. The final timing report lists clock skew as 0.0116 ns. TritonRoute reported its final design rule violation total as 0.

The relative area change from synthesis to final layout is 10.5%. The proportion of synthesized chip area in sequential cells is 0.0809. Post-CTS repair ended up resizing 0 cells. Looking at the gate-level netlist, the highest instance count belongs to sky130_fd_sc_hd__inv_1. The commonest cells after synthesis are sky130_fd_sc_hd__inv_1, sky130_fd_sc_hd__fa_1, sky130_fd_sc_hd__nand2_1.

The placement row count is 107. The met1 layer wirelength in the final routing is between 20000 and 30000 µm. The tally of max-capacitance violations is 0.

TritonCTS built the clock tree. Tracing the worst setup path back leads to its startpoint at mpu_yaw[0]. Following the worst setup path forward leads to its endpoint at target_speed_right[4].

The final cell count without fillers is ~4100. The cell count listed in synth_stat.txt is 2921. The initial antenna violation count is 2. CTS added clock buffers totalling 9. The biggest area contributor in the post-synthesis netlist is sky130_fd_sc_hd__fa_1.

In this run the post-CTS setup repair buffer count came out at 0. The worst-skew pair later-pin latency is about 0.36 ns. The multi-input combinational cells in the finished layout cover a total of 20700 µm². The area taken by sequential standard cells is reported as 2100 µm². Setup repair after global routing left no endpoint under its margin. The final non-filler cell area is 28700 µm². The number of routed nets with antenna violations is 0. Counting I/O delays and the setup requirement, the final critical path takes 27.41 ns. STA puts the critical path data required time at 29.84 ns. The clock transition at the register clock pins on the worst setup and hold paths after CTS is 0.06 ns. For this design, the CTS-stage hold fixing added 0 buffers. The number of warnings printed during yosys synthesis is 4.

The script logs the ratio of routed vias to standard cells as about 4.4. After synthesis the netlist holds a flip-flop and latch count of 84. The tree is rooted in a sky130_fd_sc_hd__clkbuf_16.

The maximum clock frequency is 36.5 MHz. The final wirelength is 57900 µm. The flop-to-flop setup slack is ~34 ns. Together, buffers and inverters on the worst path number 7.

The number of global-route vias before repair is approximately 19000. The netlist area before placement is roughly 26000 µm². The total clock sinks is 84.

The headroom to the max-slew limit is 0.434. The OpenROAD report gives the critical path a data arrival time of 19.95 ns. The worst register-to-register path has a depth of 7. In the final report, the number of hold violations comes to 0. The number of port buffers is around 110. The worst setup path is launched from a primary input. In this run the full chip footprint comes out at between 80000 and 90000 µm². The first-pass detailed-route iteration total is 5. The critical register-to-register path endpoint is yaw_pid.integral[23]. The kind of cell adding the most delay to the critical path is adder cells. In the finished design, the share of the clock period the worst path needs comes to 0.735. The height of the chip is 296 µm. Routability-driven placement finished with a final weighted congestion of 0.887. The number of synthesized flops with an enable pin is 0. The total instance count after detailed placement is between 4000 and 5000.

The instance count of the mapped netlist is 2921. The most frequent cell on the critical path is sky130_fd_sc_hd__xnor2_1. The count of distinct cell types in the synthesized netlist is 61. The async set or reset register ratio after synthesis is 1.00. Once routing completed, OpenROAD measured the worst setup slack at 9.89 ns. After detailed routing, the met2 layer carries 27800 µm of wire. The HPWL after detailed placement is roughly 50000 µm. According to the hold report, the worst path is of the flop to flop type. Once iteration 0 of detailed routing completed, the report listed around 660 DRC markers. The share of final-layout standard cells stronger than drive strength 1 is 0.0224. STA on the placed design reports a worst setup slack of roughly 10 ns. The wire length of the first global-routing pass is between 90000 and 100000 µm. The met3 layer wire length in the routed design is 3200 µm. For this design, the slowest cell found on the critical path is sky130_fd_sc_hd__fa_1. The highest layer touched by signal routing is met5.
-- layout make-up --
cell class / instances / share of cell area
diodes: 1 / 0.0000872
clock buffers: 9 / 0.00785
clock inverters: 6 / 0.00170
inverters: 750 / 0.0981
multi-input cells: 1993 / 0.721
flip-flops and latches: 84 / 0.0732
well taps: 1144 / 0.0499
repair buffers: 146 / 0.0479
-- routing by layer --
layer / vias to the layer above / global-route usage
met5: - / 0
li1: 8713 / -
met3: 62 / 0.0324
met2: 415 / 0.238
met1: 8895 / 0.212
met4: 2 / 0.0326
-- metrics by stage --
step	utilization
3_3_place_gp	0.333
6_report	0.336
4_1_cts	0.336
5_1_grt	0.336
3_5_place_dp	0.333
2_1_floorplan	-
-- worst min path at each step --
stage                         from  cells after the start  slack, ns                    to
finish        yaw_pid.integral[24]                      1       0.51  yaw_pid.integral[24]
global route  yaw_pid.integral[20]                      1       0.55  yaw_pid.integral[20]
CTS           yaw_pid.integral[24]                      1       0.52  yaw_pid.integral[24]
-- layout by cell type, fill, tap and decap left out, drive strengths merged, types with 6 or more instances in the layout --
cell type / count
inv: 752
fa: 540
nand2: 399
ha: 232
and2: 221
xnor2: 116
clkdlybuf4s50: 111
dfrtp: 84
a21oi: 70
nor2b: 70
o21ai: 49
nor2: 42
nand2b: 35
buf: 35
xor2: 34
nand3: 19
nor3: 19
a21o: 16
o21bai: 15
nor4: 13
nand4: 12
and3: 10
clkbuf: 9
a211oi: 6
o211ai: 6
-- kinds of logic after synthesis --
| logic type | after synthesis | synth area share |
|---|---|---|
| AOI/OAI and AO/OA | 196 | 0.0471 |
| xor gates and xnor gates | 152 | 0.0524 |
| adders and majority gates | 777 | 0.530 |
| buffers and inverters | 844 | 0.122 |
| DFF | 84 | 0.0809 |
| muxes | 6 | 0.00250 |
| and+or+nand+nor | 862 | 0.165 |
-- flip-flops by register name, indices dropped and copies added, names as in the netlist --
register and cells:
yaw_pid.prev_error 10, yaw_pid.integral 32, pitch_pid.prev_error 10, pitch_pid.integral 32
